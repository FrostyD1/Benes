<file path="flow/design.v">
module Benes_8 (input wire [2:0] mp0, mp1, mp2, mp3, mp4, mp5, mp6, mp7,
    input clk,
    input areset,
    input start,
    output reg [19:0] state
);
    wire [2:0] mn0,mn1,mn2,mn3,mn4,mn5,mn6,mn7,nb0, nb1, nb2, nb3, nb4, nb5, nb6, nb7;
MN_Serials m1(.mp0(mp0),
.mp1(mp1),
.mp2(mp2),
.mp3(mp3),
.mp4(mp4),
.mp5(mp5),
.mp6(mp6),
.mp7(mp7),
.mn0(mn0),
.mn1(mn1),
.mn2(mn2),
.mn3(mn3),
.mn4(mn4),
.mn5(mn5),
.mn6(mn6),
.mn7(mn7)
);
NB_Series m2(.mp0(mp0),
.mp1(mp1),
.mp2(mp2),
.mp3(mp3),
.mp4(mp4),
.mp5(mp5),
.mp6(mp6),
.mp7(mp7),
.mn0(mn0),
.mn1(mn1),
.mn2(mn2),
.mn3(mn3),
.mn4(mn4),
.mn5(mn5),
.mn6(mn6),
.mn7(mn7),
.nb0(nb0),
.nb1(nb1),
.nb2(nb2),
.nb3(nb3),
.nb4(nb4),
.nb5(nb5),
.nb6(nb6),
.nb7(nb7)
);
    reg [7:0] ci, co;
    wire [1:0] ump0, ump1, ump2, ump3, dmp0, dmp1, dmp2, dmp3;
    reg [1:0] min_port;                  
    wire [1:0] min_port_w;               
    wire [2:0] mt [0:7];
    wire [2:0] mp [0:7];
    wire [2:0] nb [0:7];
    reg [1:0] ump [0:3];
    reg [1:0] dmp [0:3];
    wire [2:0] p_next_w,p_next_w1;
    reg [2:0] p_current;
    reg [3:0] cover_tbl;    
    assign ump0 = ump[0];
    assign ump1 = ump[1];
    assign ump2 = ump[2];
    assign ump3 = ump[3];
    assign dmp0 = dmp[0];
    assign dmp1 = dmp[1];
    assign dmp2 = dmp[2];
    assign dmp3 = dmp[3];
    assign mt[0] = 3'd1;
    assign mt[1] = 3'd0;
    assign mt[2] = 3'd3;
    assign mt[3] = 3'd2;
    assign mt[4] = 3'd5;
    assign mt[5] = 3'd4;
    assign mt[6] = 3'd7;
    assign mt[7] = 3'd6;
    assign mp[0] = mp0;
    assign mp[1] = mp1;
    assign mp[2] = mp2;
    assign mp[3] = mp3;
    assign mp[4] = mp4;
    assign mp[5] = mp5;
    assign mp[6] = mp6;
    assign mp[7] = mp7;
    assign nb[0] = nb0;
    assign nb[1] = nb1;
    assign nb[2] = nb2;
    assign nb[3] = nb3;
    assign nb[4] = nb4;
    assign nb[5] = nb5;
    assign nb[6] = nb6;
    assign nb[7] = nb7;
    assign p_next_w = nb[mt[p_current]];
    assign p_next_w1 = (cover_tbl[p_next_w[2:1]] == 0) ? p_next_w : {min_port_w,1'b0};
    integer i, j;
    reg[2:0] current_state, next_state;
    reg END_flag;                          
    parameter IDLE = 3'b000, S1 = 3'b001, S2 = 3'b011, S3 = 3'b010, S4 = 3'b110, CO = 3'b111, SUB = 3'b101, ENDING = 3'b100;
    Priority_4_Encoder m4(.in1(cover_tbl),
    .value(min_port_w)
    );
always@(posedge clk or posedge areset)begin
        if(areset)begin
            current_state <= IDLE;
        end
        else begin
            current_state <= next_state;
        end
    end
always@(*)begin
    case(current_state)
        IDLE:begin
            if(start == 1'b1)begin
                next_state = S1;
            end
            else begin
                next_state = IDLE;
            end
        end
        S1:begin
            next_state = S2;
        end
        S2: next_state = S3;
        S3: next_state = S4;
        S4: next_state = CO;
        CO: next_state = ENDING;
        ENDING: next_state = IDLE;
        default: next_state = IDLE;
    endcase
end
always@(posedge clk or posedge areset)begin
    if (areset) begin
            ci <= 8'b000_0000;
            END_flag <= 1'b0;
            p_current <= 3'b000;
            min_port <=3'b000;              
            cover_tbl <= 4'b0000;    
            co <= 8'b0000_0000;     
            END_flag <= 1'b0;  
    end
    else
        begin
            case (next_state)
                IDLE: begin
                    ci <= ci;
                    p_current <= p_current;
                    min_port <= min_port_w;              
                    cover_tbl <= cover_tbl;    
                    co <= co;     
                    END_flag <= 1'b0;   
                end
                S1:begin
                    p_current <= 3'b000;
                    ci[0] <= 1'b1;
                    ci[1] <= 1'b0;
                    cover_tbl[0] <= 1'b1;
                    cover_tbl[3:1] = 1'b0;
                    min_port <= 3'b001;  
                    co <= co;
                    END_flag <= 1'b0;
                end
                S2, S3, S4: begin
                    p_current <= p_next_w1;
                    ci[p_next_w1] <= 1'b1;
                    ci[mt[p_next_w1]] <= 1'b0;
                    cover_tbl[p_next_w1[2:1]] <= 1'b1;
                    min_port <= min_port_w;
                    co <= co;
                    END_flag <= 1'b0;
                end
                CO: begin
                        for (i=0; i<8; i=i+1) begin
                            co[mp[i]] <= ci[i];
                        end
                        for (j=0; j<4; j=j+1) begin
                            ump[j] <= (ci[2*j]== 1'b1) ? mp[2*j][2:1] : mp[2*j+1][2:1];
                            dmp[j] <= (ci[2*j]== 1'b1) ? mp[2*j+1][2:1] : mp[2*j][2:1];
                        end
                        ci <= ci;
                        p_current <= p_current;
                        min_port <= min_port;
                        cover_tbl <= cover_tbl;
                        END_flag <= 1'b0;
                end
                ENDING: begin
                            ci <= ci;
                            p_current <= p_current;
                            min_port <= min_port;
                            cover_tbl <= cover_tbl;
                            END_flag <= 1'b1;
                            co <= co;
                end
                default:begin
                            ci <= ci;
                            p_current <= p_current;
                            min_port <= min_port;
                            cover_tbl <= cover_tbl;
                            END_flag <= END_flag;
                            co <= co;
                end
            endcase
        end
end
wire state_0_0, state_0_1, state_0_2, state_1_0, state_1_1, state_1_2;
wire state_0_0d, state_0_1d, state_0_2d, state_1_0d, state_1_1d, state_1_2d;
    benes_4 m5(.in0(ump0),
        .in1(ump1),
        .in2(ump2),
        .in3(ump3),
        .state_0_0(state_0_0),
        .state_0_1(state_0_1),
        .state_0_2(state_0_2),
        .state_1_0(state_1_0),
        .state_1_1(state_1_1),
        .state_1_2(state_1_2)
    );
    benes_4 M6(.in0(dmp0),
        .in1(dmp1),
        .in2(dmp2),
        .in3(dmp3),
        .state_0_0(state_0_0d),
        .state_0_1(state_0_1d),
        .state_0_2(state_0_2d),
        .state_1_0(state_1_0d),
        .state_1_1(state_1_1d),
        .state_1_2(state_1_2d)
    );
    integer m;
    always @(*) begin
        for (m=0; m<4; m=m+1) begin
            state[5*m] = ci[2*m];
            state[5*m+4] = co[2*m];
        end
        state[1] = state_0_0;
        state[2] = state_0_1;
        state[3] = state_0_2;
        state[6] = state_1_0;
        state[7] = state_1_1;
        state[8] = state_1_2;
        state[11] = state_0_0d;
        state[12] = state_0_1d;
        state[13] = state_0_2d;
        state[16] = state_1_0d;
        state[17] = state_1_1d;
        state[18] = state_1_2d;
    end
endmodule
module MN_Serials (
    input wire [2:0] mp0, mp1, mp2, mp3, mp4, mp5, mp6, mp7,
    output wire [2:0]  mn0, mn1, mn2, mn3, mn4, mn5, mn6, mn7
);
    wire [2:0] mp [0:7];
    reg [2:0] mn [0:7];
    assign mp[0] = mp0;
    assign mp[1] = mp1;
    assign mp[2] = mp2;
    assign mp[3] = mp3;
    assign mp[4] = mp4;
    assign mp[5] = mp5;
    assign mp[6] = mp6;
    assign mp[7] = mp7;
    assign mn0 = mn[0];
    assign mn1 = mn[1];
    assign mn2 = mn[2];
    assign mn3 = mn[3];
    assign mn4 = mn[4];
    assign mn5 = mn[5];
    assign mn6 = mn[6];
    assign mn7 = mn[7];
    integer i;
    always @(*) begin
        for (i=0; i<8; i=i+1) begin
            mn[mp[i]] = i;
        end
    end
endmodule
module NB_Series (
    input wire [2:0] mp0, mp1, mp2, mp3, mp4, mp5, mp6, mp7,mn0, mn1, mn2, mn3, mn4, mn5, mn6, mn7,
    output wire [2:0]  nb0, nb1, nb2, nb3, nb4, nb5, nb6, nb7
);
    wire [2:0] mp [0:7];
    reg [2:0] nb [0:7];
    wire [2:0] mt [0:7];
    wire [2:0] mn [0:7];
    assign mp[0] = mp0;
    assign mp[1] = mp1;
    assign mp[2] = mp2;
    assign mp[3] = mp3;
    assign mp[4] = mp4;
    assign mp[5] = mp5;
    assign mp[6] = mp6;
    assign mp[7] = mp7;
    assign mn[0] = mn0;
    assign mn[1] = mn1;
    assign mn[2] = mn2;
    assign mn[3] = mn3;
    assign mn[4] = mn4;
    assign mn[5] = mn5;
    assign mn[6] = mn6;
    assign mn[7] = mn7;
    assign nb0 = nb[0];
    assign nb1 = nb[1];
    assign nb2 = nb[2];
    assign nb3 = nb[3];
    assign nb4 = nb[4];
    assign nb5 = nb[5];
    assign nb6 = nb[6];
    assign nb7 = nb[7];
    assign mt[0] = 3'd1;
    assign mt[1] = 3'd0;
    assign mt[2] = 3'd3;
    assign mt[3] = 3'd2;
    assign mt[4] = 3'd5;
    assign mt[5] = 3'd4;
    assign mt[6] = 3'd7;
    assign mt[7] = 3'd6;
    integer i;
    always @(*) begin
        for (i=0; i<8; i=i+1) begin
            nb[i] = mn[mt[mp[i]]];
        end
    end
endmodule
`timescale 1ns / 1ps
module Priority_4_Encoder(input wire [3:0] in1, output wire [1:0] value);
    wire [1:0] data_2;
    assign value[1] = &(in1[1:0]);
    assign value[0] = data_2[0];
    assign data_2 = value[1] ? in1[3:2] : in1[1:0];
endmodule
module benes_4(
    input [1:0] in0,
    input [1:0] in1,
    input [1:0] in2,
    input [1:0] in3,
    output reg state_0_0,
    output reg state_0_1,
    output reg state_0_2,
    output reg state_1_0,
    output reg state_1_1,
    output reg state_1_2
);
always @(*) begin
    case({in0, in1, in2, in3})
        {2'd0, 2'd1, 2'd2, 2'd3}: begin
            state_0_0 = 1'b1;
            state_0_1 = 1'b1;
            state_0_2 = 1'b1;
            state_1_0 = 1'b1;
            state_1_1 = 1'b1;
            state_1_2 = 1'b1;
        end
        {2'd0, 2'd1, 2'd3, 2'd2}: begin
            state_0_0 = 1'b1;
            state_0_1 = 1'b1;
            state_0_2 = 1'b1;
            state_1_0 = 1'b1;
            state_1_1 = 1'b1;
            state_1_2 = 1'b0;
        end
        {2'd0, 2'd2, 2'd1, 2'd3}: begin
            state_0_0 = 1'b1;
            state_0_1 = 1'b1;
            state_0_2 = 1'b1;
            state_1_0 = 1'b0;
            state_1_1 = 1'b0;
            state_1_2 = 1'b0;
        end
        {2'd0, 2'd2, 2'd3, 2'd1}: begin
            state_0_0 = 1'b1;
            state_0_1 = 1'b1;
            state_0_2 = 1'b1;
            state_1_0 = 1'b1;
            state_1_1 = 1'b0;
            state_1_2 = 1'b0;
        end
        {2'd0, 2'd3, 2'd1, 2'd2}: begin
            state_0_0 = 1'b1;
            state_0_1 = 1'b1;
            state_0_2 = 1'b1;
            state_1_0 = 1'b0;
            state_1_1 = 1'b0;
            state_1_2 = 1'b1;
        end
        {2'd0, 2'd3, 2'd2, 2'd1}: begin
            state_0_0 = 1'b1;
            state_0_1 = 1'b1;
            state_0_2 = 1'b1;
            state_1_0 = 1'b1;
            state_1_1 = 1'b0;
            state_1_2 = 1'b1;
        end
        {2'd1, 2'd0, 2'd2, 2'd3}: begin
            state_0_0 = 1'b1;
            state_0_1 = 1'b1;
            state_0_2 = 1'b0;
            state_1_0 = 1'b1;
            state_1_1 = 1'b1;
            state_1_2 = 1'b1;
        end
        {2'd1, 2'd0, 2'd3, 2'd2}: begin
            state_0_0 = 1'b1;
            state_0_1 = 1'b1;
            state_0_2 = 1'b0;
            state_1_0 = 1'b1;
            state_1_1 = 1'b1;
            state_1_2 = 1'b0;
        end
        {2'd1, 2'd2, 2'd0, 2'd3}: begin
            state_0_0 = 1'b1;
            state_0_1 = 1'b1;
            state_0_2 = 1'b0;
            state_1_0 = 1'b0;
            state_1_1 = 1'b0;
            state_1_2 = 1'b0;
        end
        {2'd1, 2'd2, 2'd3, 2'd0}: begin
            state_0_0 = 1'b1;
            state_0_1 = 1'b1;
            state_0_2 = 1'b0;
            state_1_0 = 1'b1;
            state_1_1 = 1'b0;
            state_1_2 = 1'b0;
        end
        {2'd1, 2'd3, 2'd0, 2'd2}: begin
            state_0_0 = 1'b1;
            state_0_1 = 1'b1;
            state_0_2 = 1'b0;
            state_1_0 = 1'b0;
            state_1_1 = 1'b0;
            state_1_2 = 1'b1;
        end
        {2'd1, 2'd3, 2'd2, 2'd0}: begin
            state_0_0 = 1'b1;
            state_0_1 = 1'b1;
            state_0_2 = 1'b0;
            state_1_0 = 1'b1;
            state_1_1 = 1'b0;
            state_1_2 = 1'b1;
        end
        {2'd2, 2'd0, 2'd1, 2'd3}: begin
            state_0_0 = 1'b1;
            state_0_1 = 1'b0;
            state_0_2 = 1'b0;
            state_1_0 = 1'b1;
            state_1_1 = 1'b1;
            state_1_2 = 1'b1;
        end
        {2'd2, 2'd0, 2'd3, 2'd1}: begin
            state_0_0 = 1'b1;
            state_0_1 = 1'b0;
            state_0_2 = 1'b0;
            state_1_0 = 1'b0;
            state_1_1 = 1'b1;
            state_1_2 = 1'b1;
        end
        {2'd2, 2'd1, 2'd0, 2'd3}: begin
            state_0_0 = 1'b1;
            state_0_1 = 1'b0;
            state_0_2 = 1'b1;
            state_1_0 = 1'b1;
            state_1_1 = 1'b1;
            state_1_2 = 1'b1;
        end
        {2'd2, 2'd1, 2'd3, 2'd0}: begin
            state_0_0 = 1'b1;
            state_0_1 = 1'b0;
            state_0_2 = 1'b1;
            state_1_0 = 1'b0;
            state_1_1 = 1'b1;
            state_1_2 = 1'b1;
        end
        {2'd2, 2'd3, 2'd0, 2'd1}: begin
            state_0_0 = 1'b1;
            state_0_1 = 1'b0;
            state_0_2 = 1'b1;
            state_1_0 = 1'b1;
            state_1_1 = 1'b0;
            state_1_2 = 1'b1;
        end
        {2'd2, 2'd3, 2'd1, 2'd0}: begin
            state_0_0 = 1'b1;
            state_0_1 = 1'b0;
            state_0_2 = 1'b0;
            state_1_0 = 1'b1;
            state_1_1 = 1'b0;
            state_1_2 = 1'b1;
        end
        {2'd3, 2'd0, 2'd1, 2'd2}: begin
            state_0_0 = 1'b1;
            state_0_1 = 1'b0;
            state_0_2 = 1'b0;
            state_1_0 = 1'b1;
            state_1_1 = 1'b1;
            state_1_2 = 1'b0;
        end
        {2'd3, 2'd0, 2'd2, 2'd1}: begin
            state_0_0 = 1'b1;
            state_0_1 = 1'b0;
            state_0_2 = 1'b0;
            state_1_0 = 1'b0;
            state_1_1 = 1'b1;
            state_1_2 = 1'b0;
        end
        {2'd3, 2'd1, 2'd0, 2'd2}: begin
            state_0_0 = 1'b1;
            state_0_1 = 1'b0;
            state_0_2 = 1'b1;
            state_1_0 = 1'b1;
            state_1_1 = 1'b1;
            state_1_2 = 1'b0;
        end
        {2'd3, 2'd1, 2'd2, 2'd0}: begin
            state_0_0 = 1'b1;
            state_0_1 = 1'b0;
            state_0_2 = 1'b1;
            state_1_0 = 1'b0;
            state_1_1 = 1'b1;
            state_1_2 = 1'b0;
        end
        {2'd3, 2'd2, 2'd0, 2'd1}: begin
            state_0_0 = 1'b1;
            state_0_1 = 1'b0;
            state_0_2 = 1'b1;
            state_1_0 = 1'b1;
            state_1_1 = 1'b0;
            state_1_2 = 1'b0;
        end
        {2'd3, 2'd2, 2'd1, 2'd0}: begin
            state_0_0 = 1'b1;
            state_0_1 = 1'b0;
            state_0_2 = 1'b0;
            state_1_0 = 1'b1;
            state_1_1 = 1'b0;
            state_1_2 = 1'b0;
        end
        default: begin
            state_0_0 = 1'b0;
            state_0_1 = 1'b0;
            state_0_2 = 1'b0;
            state_1_0 = 1'b0;
            state_1_1 = 1'b0;
            state_1_2 = 1'b0;
        end
    endcase
end
endmodule
</file>
<file path="flow/run.sh">
#!/bin/bash
# OpenROAD 26Q1-2900-gdf79404cd8, Yosys 0.63+post, stock flow scripts
make -C /OpenROAD-flow-scripts/flow DESIGN_CONFIG=/design/flow/config.mk WORK_HOME=/design/flow/orfs finish
</file>
<file path="flow/config.mk">
export PLATFORM = sky130hd
export DESIGN_NAME = Benes_8
export DESIGN_NICKNAME = Benes_8
export VERILOG_FILES = /design/flow/design.v
export SDC_FILE = /design/flow/constraint.sdc
export NUM_CORES = 4
export LEC_CHECK = 1
export CORE_UTILIZATION = 40
</file>
<file path="flow/constraint.sdc">
current_design Benes_8

set clk_period 3.3
set clk_io_pct 0.2

create_clock -name clk0 -period $clk_period [get_ports {clk}]

set non_clock_inputs [all_inputs -no_clocks]
set_input_delay [expr $clk_period * $clk_io_pct] -clock clk0 $non_clock_inputs
set_output_delay [expr $clk_period * $clk_io_pct] -clock clk0 [all_outputs]
</file>
==> metrics.csv <==
metric,value,unit
Final Hold Fails,0,
Dominant cell area share,0.0881,
worst vdd ir,216,uV
dpl cells,1674,
cts bufs inserted,5,
Detailed Route WL,37.2,mm
DR iter-0 viols,1185,
Unique cell types,87,
WP data required,3.51,ns
area of the core,0.0210,mm2
global-route wire length before repair,56.3,mm
number of enable flip-flop cells,16,
RSZ-0062 raised after global routing,true,
Tmin final,4.33,ns
max cap viols,0,
Hold Path Class,reg -> reg,
Log Warnings,69,
die width,148,um
largest net degree at the start of global routing,27,
Final setup viols,15,
chip height,148,um
Post-synth top cells,"nand2_1 (172), o21ai_0 (98), nor2_1 (88)",
synthesized area,0.00852,mm2
Antenna Nets Post-Route,0,
Boundary Pins,47,
cell taking the most area after synthesis,ha_1,
endpoints left unconstrained,24,
Slew HR,0.260,
synth-to-layout area growth,42.7,%
port bufs,46,
crit-path max FO,4,
top cell type by instance count after synthesis,nand2_1,
GRT Overall Usage,0.344,
Max Root-Sink Buffers,2,
Detailed Place HPWL,28.1,mm
via/cell ratio,6.26,
main flop type,dfrtp_1,
Floorplan Utilization,0.407,
part of the cycle the worst path needs,1.31,
worst setup margin,-1.03,ns
Post-Syn Instances,1198,
critical register-to-register path endpoint,ci[0],
Fill cells,1908,
vias in the first global route,9887,
Final Max Tran Viols,0,
crit path DAT,4.54,ns
critical path class,in -> reg,
Skew-Pair Late Insertion Delay,0.29,ns
FF-to-FF setup slack,-0.20,ns
worst reg2reg path startpoint,p_current[2],
TritonCTS clock tree,built,
status,"complete, but fails checks",
Layout Skew,0.00644,ns
critical path endpoint category,flip-flop,
DR vias,10783,
YS warnings,32,
CP Launch Point,mp3[0],
Post-synth ARST share,0.394,
area reported by Yosys stat,0.00852,mm2
register pins left without a clock,24,
Setup crit end,ci[0],
row count,53,
die footprint,0.0219,mm2
Post-Layout Cell Count,1722,
clk root buf,clkbuf_16,
Final GP Congestion,1.11,
Top cells by area,"ha_1 (8.8%), nand2_1 (7.6%), dfrtp_1 (7.3%), o21ai_0 (5.8%), edfxtp_1 (5.6%)",
Residual DRC,0,
cells in synth_stat.txt,1198,
initial antenna violation count,1,
Fmax,0.231,GHz
fraction of layout cells with a size suffix above 1,0.344,
gr ovfl total,0,
Syn Area/Cell,7.11,um2
R2R cell count,15,
drt wl/cell,21.6,um
violated checks,negative setup slack,
Leakage,5.15,nW
H-tree Lvls,2,
Yosys reg bits,66,
Final Core Density,0.580,
startpoint types,input pin,
worst slew pin tran,1.08,ns
"Reg clk slew, reported paths",0.07,ns
Detailed Routing Iterations Pass 1,9,
Pwr per Cell Area,199,mW/mm2
[stage by stage]
stage / hold WS (ns) / area (um2) / setup TNS [ns] / setup WS [ns] / power (mW)
floorplan: 0.355 / 8650 / -13.35 / -1.34 / 1.17
global placement: 0.377 / 10900 / -25.35 / -1.86 / 1.68
detailed placement: 0.370 / 10900 / -25.54 / -1.88 / 1.68
CTS: 0.394 / 11700 / -11.21 / -1.04 / 2.35
global route: 0.399 / 12200 / -12.70 / -1.10 / 2.53
finish: 0.389 / 12200 / -11.37 / -1.03 / 2.42
[layer usage]
metal,GRT usage,vias up,share of wire
li1,-,4965,-
met1,0.489,4971,0.42
met2,0.499,664,0.42
met3,0.0847,183,0.11
met4,0.151,0,0.057
met5,0,-,0
[repair_timing]
item / CTS / global route
pin swaps: 64 / 39
gates resized: 186 / 67
endpoints found under the setup margin: 19 / 31
hold buffers: 0 / 0
buffers inserted: 16 / 27
[where the power goes]
group / switching (mW) / total (mW) / internal [mW]
Sequential: 0.0152 / 0.576 / 0.561
Combinational: 0.669 / 1.29 / 0.623
Clock: 0.216 / 0.548 / 0.332
Total: 0.900 / 2.42 / 1.52
[registers in the layout (all words and copies together) (netlist names)]
name,count
m1.mn,24
ci,8
dmp,8
ump,8
current_state,7
co,4
cover_tbl,4
p_current,3
[worst min path at each step]
stage                              end             start  depth (start not counted)  slack (ns)
final                 current_state[1]  current_state[6]                          0        0.39
after CTS             current_state[2]  current_state[5]                          0        0.39
after global routing  current_state[1]  current_state[6]                          0        0.40
[critical path, stage by stage]
cell and delay (ns):
dlygate4sd2_1 0.23, inv_2 0.06, ha_4 0.17, ha_2 0.20, buf_4 0.14, nor2_1 0.11
nor4_1 0.08, a222oi_1 0.47, a31oi_2 0.20, a2111o_1 0.38, o32ai_2 0.30, or2b_1 0.31
o22ai_4 0.20, inv_4 0.07, ha_4 0.17, ha_4 0.27, nand2_2 0.05, o41a_1 0.32
a41oi_2 0.16
[logic make-up after synthesis]
| kind of cell | synth area share |
|---|---|
| latches | 0.0423 |
| flip-flops | 0.133 |
| buffers and inverters | 0.0857 |
| AND/OR/NAND/NOR | 0.301 |
| XOR/XNOR | 0.0103 |
| AND-OR/OR-AND | 0.295 |
| adder cells (fa/ha/maj) | 0.0893 |
| multiplexers | 0.0443 |
[layout by cell type, fill, tap and decap left out, drive strengths merged, types with 9 or more instances in the layout]
master and count:
mux2 22, nand3 43, a22oi 26, ha 60
or2 9, dfrtp 25, nand2b 24, nor4 46
a222oi 15, buf 298, edfxtp 16, mux2i 13
o31ai 12, a31oi 18, o211ai 12, a21oi 50
nor2 89, nor2b 24, clkdlybuf4s50 22, o32ai 9
a21o 17, a211oi 9, nor3 25, inv 54
dlygate4sd2 10, o21ai 99, a221oi 12, dlxtn 24
nand4 21, nand2 172, clkbuf 12
[layout make-up]
type / count / area (um2) / area share
Clock buffer: 6 / 150 / 0.0123
Clock inverter: 2 / 18.8 / 0.00154
Antenna cell: 1 / 2.50 / 0.000206
Tap cell: 275 / 344 / 0.0283
Timing Repair Buffer: 342 / 2740 / 0.225
Multi-Input combinational cell: 976 / 7200 / 0.592
Sequential cell: 66 / 1490 / 0.123
Inverter: 54 / 211 / 0.0174
Power and IR drop assume default switching activity.
