### flow/design.v
`timescale 1ns / 1ps
module Priority_4_Encoder(input wire [3:0] in1, output wire [1:0] value);
    wire [1:0] data_2;
    assign value[1] = &(in1[1:0]);
    assign value[0] = data_2[0];
    assign data_2 = value[1] ? in1[3:2] : in1[1:0];
endmodule
`timescale 1ns / 1ps
module color (
    input wire [2:0] mp0, mp1, mp2, mp3, mp4, mp5, mp6, mp7,mn0, mn1, mn2, mn3, mn4, mn5, mn6, mn7, nb0, nb1, nb2, nb3, nb4, nb5, nb6, nb7,
    input clk,
    input areset,
    input start,
    output reg [7:0] ci, co             
);
    reg [1:0] min_port;                  
    wire [1:0] min_port_w;               
    wire [2:0] mt [0:7];
    wire [2:0] mp [0:7];
    wire [2:0] nb [0:7];
    wire [2:0] p_next_w,p_next_w1;
    reg [2:0] p_current;
    reg [3:0] cover_tbl;    
    assign mt[0] = 3'd1;
    assign mt[1] = 3'd0;
    assign mt[2] = 3'd3;
    assign mt[3] = 3'd2;
    assign mt[4] = 3'd5;
    assign mt[5] = 3'd4;
    assign mt[6] = 3'd7;
    assign mt[7] = 3'd6;
    assign mp[0] = mp0;
    assign mp[1] = mp1;
    assign mp[2] = mp2;
    assign mp[3] = mp3;
    assign mp[4] = mp4;
    assign mp[5] = mp5;
    assign mp[6] = mp6;
    assign mp[7] = mp7;
    assign nb[0] = nb0;
    assign nb[1] = nb1;
    assign nb[2] = nb2;
    assign nb[3] = nb3;
    assign nb[4] = nb4;
    assign nb[5] = nb5;
    assign nb[6] = nb6;
    assign nb[7] = nb7;
    assign p_next_w = nb[mt[p_current]];
    assign p_next_w1 = (cover_tbl[p_next_w[2:1]] == 0) ? p_next_w : {min_port,1'b0};
    integer i;
    reg[2:0] current_state, next_state;
    reg END_flag;                          
    parameter IDLE = 3'b000, S1 = 3'b001, S2 = 3'b011, S3 = 3'b010, S4 = 3'b110, CO = 3'b111, ENDING = 3'b101;
    Priority_4_Encoder m4(.in1(cover_tbl),
    .value(min_port_w)
    );
always@(posedge clk or posedge areset)begin
        if(areset)begin
            current_state <= IDLE;
        end
        else begin
            current_state <= next_state;
        end
    end
always@(*)begin
    case(current_state)
        IDLE:begin
            if(start == 1'b1)begin
                next_state = S1;
            end
            else begin
                next_state = IDLE;
            end
        end
        S1:begin
            next_state = S2;
        end
        S2: next_state = S3;
        S3: next_state = S4;
        S4: next_state = CO;
        CO: next_state = ENDING;
        ENDING: next_state = IDLE;
        default: next_state = IDLE;
    endcase
end
always@(posedge clk or posedge areset)begin
    if (areset) begin
            ci <= 8'b000_0000;
            END_flag <= 1'b0;
            p_current <= 3'b000;
            min_port <=3'b000;              
            cover_tbl <= 4'b0000;    
            co <= 8'b0000_0000;     
            END_flag <= 1'b0;  
    end
    else
        begin
            case (next_state)
                IDLE: begin
                    ci <= ci;
                    p_current <= p_current;
                    min_port <= min_port_w;              
                    cover_tbl <= cover_tbl;    
                    co <= co;     
                    END_flag <= 1'b0;   
                end
                S1:begin
                    p_current <= 3'b000;
                    ci[0] <= 1'b1;
                    ci[nb[1]] <= 1'b0;
                    cover_tbl[0] <= 1'b1;
                    cover_tbl[3:1] = 1'b0;
                    min_port <= min_port_w;   
                    co <= co;
                    END_flag <= 1'b0;
                end
                S2, S3, S4: begin
                    p_current <= p_next_w1;
                    ci[p_next_w1] <= 1'b1;
                    ci[mt[p_next_w1]] <= 1'b0;
                    cover_tbl[p_next_w1[2:1]] <= 1'b1;
                    min_port <= min_port_w;
                    co <= co;
                    END_flag <= 1'b0;
                end
                CO: begin
                        for (i=0; i<8; i=i+1) begin
                            co[mp[i]] <= ci[i];
                        end
                        ci <= ci;
                        p_current <= p_current;
                        min_port <= min_port;
                        cover_tbl <= cover_tbl;
                        END_flag <= 1'b0;
                end
                ENDING: begin
                            ci <= ci;
                            p_current <= p_current;
                            min_port <= min_port;
                            cover_tbl <= cover_tbl;
                            END_flag <= 1'b1;
                            co <= co;
                end
                default:begin
                            ci <= ci;
                            p_current <= p_current;
                            min_port <= min_port;
                            cover_tbl <= cover_tbl;
                            END_flag <= END_flag;
                            co <= co;
                end
            endcase
        end
end
endmodule
### flow/run.sh
#!/bin/bash
# OpenROAD 26Q1-2900-gdf79404cd8, Yosys 0.63+post, stock flow scripts
make -C /OpenROAD-flow-scripts/flow DESIGN_CONFIG=/design/flow/config.mk WORK_HOME=/design/flow/orfs finish
### flow/config.mk
export PLATFORM = sky130hd
export DESIGN_NAME = color
export DESIGN_NICKNAME = color
export VERILOG_FILES = /design/flow/design.v
export SDC_FILE = /design/flow/constraint.sdc
export NUM_CORES = 4
export LEC_CHECK = 1
export CORE_UTILIZATION = 40
### flow/constraint.sdc
current_design color

set clk_period 5.9
set clk_io_pct 0.2

create_clock -name clk0 -period $clk_period [get_ports {clk}]

set non_clock_inputs [all_inputs -no_clocks]
set_input_delay [expr $clk_period * $clk_io_pct] -clock clk0 $non_clock_inputs
set_output_delay [expr $clk_period * $clk_io_pct] -clock clk0 [all_outputs]
==> out/metrics.cfg <==
[outcome]
outcome=completed

[placed_design]
dp_slack_ns=0.9150
dp_hpwl_um=8359
routabilityCongestion=0.9063
dp_cells=641
place_area_sq_um=4479
port_buffers=66

[timing]
slew_viol_final=0
finalCritPeriodShare_pct=80.04
worstMarginPinSlew_ns=0.8645
finalClockSkew_ns=0.006477
worst_slack_ns=1.178
max_freq_mhz=211.8
rsz0062_at_grt=false
final.min_clock_period_ns=4.722
fin_tns_setup_ns=0
slew_headroom_pct=41.61
hold_viol=0
setup_violations=0

[critical_path]
critPathRequiredTime_ns=6.11
r2r-start=p_current[1]$_DFFE_PP0P_
cpMostUsedCell=mux2i_1
cp-end-kind=flip-flop
r2r_cells=12
arrival_ns=4.93
crit_path_start_kind=input port
worstSetupPathType=input port to flip-flop
critPathMaxStageDelay_ns=0.55
rrSetupSlack_ns=1.91
worstSetupStartpoint=nb1[1]
crit_fanout=6
cp_slowest_cell=clkdlybuf4s50_1
crit_chain=clkdlybuf4s50_1 -> mux2i_1 -> mux4_2 -> nor2_2 -> mux2i_1 -> and2_1 -> o21ai_2 -> inv_2 -> ha_1 -> nor4bb_1 -> a311o_1 -> or4b_1 -> a32oi_1

[logic_synthesis]
synth-seq-cells=32
ys_warn_count=1
flop_cell=dfrtp_1
yosysChipArea_sq_um=3741
synthArstFlopShare_pct=100.0
yosysUniqueCellTypes=69
synth-edff-count=0
avgSynthCellArea_sq_um=7.762
ys_cells=482
synth_seq_share_pct=21.44
syn_area_sq_um=3741
synth_cells=482

[clocking]
cts-root-buf=clkbuf_8
cts_tree=built
postCtsResizedCells=0
postCtsSetupBuffers=0
clkLatencyLatePin_ns=0.29
clk_pin_slew_ns=0.07
ctsHoldBuffers=0
cts_buffer_depth=2
htreeDepth=2
cts_buffers=5
cts.sinks=32

[routing]
via_count=3733
drtIter0Drc=202
wire_per_inst_um=15.92
viasPerCell=5.752
drc=0
dr.pass1.iters=4
drt-total-wl_um=10330
postRouteAntennaNets=0
diodes=0

[global_routing]
use_met2_pct=34.40
grt_max_degree=33
grt.busiest_layer=met1
grt_pass1_wl_um=16750
antenna_found_initial=0
globalRouteMet1Util_pct=34.67
grt_overflow=0
use_met3_pct=2.309
grt_use_total_pct=21.87
first_global_vias=3405

[pwr]
max-vdd-ir-drop_uv=124.1
powerDensity_nw_per_um2=133.7
p_leak_nw=1.941

[floorplanning]
core_sq_um=8891
die-height_um=98.71
die_w_um=98.71
chip_area_sq_um=9744
initCoreUtil_pct=42.08
io-pin-count=91
rows=34

[layout]
final_common_cell=clkdlybuf4s50_1
stdcell_area_sq_um=4591
drive_above_1_share_pct=4.621
final_util_pct=51.63
fillerInstances=821
area_delta_synth_final_pct=22.71
most-common-layout-cells=clkdlybuf4s50_1, nand2_1, ha_1
layout.cells.non_filler=649

[hold_path]
whs_path_depth=0
hp-start=current_state[5]$_DFF_PP0_
hold_class=flip-flop to flip-flop

[job]
warning_count=73
maxCapViolations=0

per-layer routing:
layer	up-vias	wire length (um)
met5	-	0
met3	9	506
met2	104	4601
li1	1907	-
met4	0	70
met1	1713	5152
per-stage QoR:
stage | power [W] | hold WS, ns
floorplan | 0.0003325 | 0.3765
global placement | 0.0004022 | 0.4048
detailed placement | 0.0004036 | 0.4050
CTS | 0.0006154 | 0.4258
global route | 0.0006454 | 0.4394
finish | 0.0006138 | 0.4245
cell type report:
class | count | area (sq um) | area share [%]
Multi-Input combinational cell | 404 | 2761 | 60.15
Sequential cell | 32 | 802.0 | 17.47
Timing Repair Buffer | 67 | 668.1 | 14.55
Tap cell | 108 | 135.1 | 2.944
Inverter | 30 | 112.6 | 2.453
Clock buffer | 5 | 68.82 | 1.499
Clock inverter | 3 | 42.54 | 0.9267
power by group:
part           total, W  switching (W)  internal [W]
clock network  0.000212      0.0000869      0.000125
logic          0.000182       0.000100     0.0000811
registers      0.000220    0.000000801      0.000220
total          0.000614       0.000188      0.000426
cell usage after synthesis, drive strengths merged (4+ instances only):
cell type	instances	share of area, %
o21ai	36	4.9
nand3	11	1.5
xnor2	7	1.6
nor2b	5	0.84
nand3b	10	2.0
a21boi	7	1.4
nand2	55	5.5
a21o	6	1.2
mux2i	15	4.0
nor2	24	2.5
clkbuf	13	1.3
nor3b	4	0.80
nor4	5	0.84
nand4	4	0.67
mux2	7	2.2
a21oi	30	4.0
a22oi	9	1.8
and2	9	1.5
or2	4	0.67
nor3	24	3.2
nand2b	15	2.5
o22ai	8	1.3
o21a	4	0.80
ha	35	12
a32oi	12	2.8
inv	30	3.0
xor2	6	1.4
dfrtp	31	21
a31oi	6	1.0
cells by family after synthesis:
family,Yosys count,synth area share (%)
DFF,32,21.44
and+or+nand+nor,186,25.89
xor gates and xnor gates,13,3.043
AOI/OAI and AO/OA,147,26.35
adders and majority gates,35,11.71
muxes,23,6.822
buffers and inverters,46,4.749
worst max-delay path, delay by kind of cell:
kind	cells	cell delay, ns
compound gates	3	0.66
simple gates	4	1.14
fa+ha+maj	1	0.31
buf+inv	2	0.68
mux	3	0.96
flip-flops by register name, indices dropped and copies added, names as in the netlist:
signal	flops
ci	8
co	8
cover_tbl	4
current_state	7
min_port	2
p_current	3
path summary, 6_finish.rpt:
| path | endpoint |
|---|---|
| setup reg to reg | ci[2]$_DFFE_PP0P_ |
| setup / recovery | ci[2]$_DFFE_PP0P_ |
| max in group asynchronous | current_state[0]$_DFF_PP1_ |
| hold reg to reg | current_state[1]$_DFF_PP0_ |
| min in group asynchronous | current_state[4]$_DFF_PP0_ |
| hold / removal | current_state[1]$_DFF_PP0_ |
Power figures rest on the tool's default switching activity, not on a simulated workload.
